$ cat run.sh
#!/bin/bash
# OpenROAD 26Q1-2900-gdf79404cd8, Yosys 0.63+post, stock flow scripts
make -C /OpenROAD-flow-scripts/flow DESIGN_CONFIG=/design/flow/config.mk WORK_HOME=/design/flow/orfs finish
$ cat config.mk
export PLATFORM = sky130hd
export DESIGN_NAME = sort
export DESIGN_NICKNAME = sort
export VERILOG_FILES = /design/flow/design.v
export SDC_FILE = /design/flow/constraint.sdc
export NUM_CORES = 4
export LEC_CHECK = 1
export CORE_AREA = 10 10 437 437
export DIE_AREA = 0 0 447 447
export SYNTH_HDL_FRONTEND = slang
$ cat constraint.sdc
current_design sort

set clk_period 11.2
set clk_io_pct 0.2

create_clock -name clk0 -period $clk_period [get_ports {clk}]

set non_clock_inputs [all_inputs -no_clocks]
set_input_delay [expr $clk_period * $clk_io_pct] -clock clk0 $non_clock_inputs
set_output_delay [expr $clk_period * $clk_io_pct] -clock clk0 [all_outputs]
$ cat design.v
module cas #(
    parameter width = 32
)(
    input  logic [width-1:0] a,
    input  logic [width-1:0] b,
    output logic [width-1:0] min,
    output logic [width-1:0] max
);
    always_comb begin
        if ($signed(a) <= $signed(b)) begin
            min = a;
            max = b;
        end 
        else begin
            min = b;
            max = a;
        end
    end
endmodule
module sort #(
    parameter width = 32
)(
    input  logic [width-1:0] a,
    input  logic [width-1:0] b,
    input  logic  sel,
	 input  logic  clk,
	 input  logic  rst,
    output logic [width-1:0] maxf,
	 output logic [width-1:0] medh,
    output logic [width-1:0] medl,
    output logic[width-1:0] min [9:0],  
    output logic[width-1:0] max [9:0],
    output logic [width-1:0] minf
);
logic[width-1:0] start [3:0];
cas cas1(
.a(start[0]),
.b(start[1]),
.min(min[0]),
.max(max[0])
);
cas cas2(
.a(start[2]),
.b(start[3]),
.min(min[6]),
.max(max[6])
);
cas cas3(
.a(max[2]),
.b(max[7]),
.min(min[3]),
.max(max[3])
);
cas cas4(
.a(min[7]),
.b(min[2]),
.min(min[8]),
.max(max[8])
);
cas cas5(
.a(min[4]),
.b(max[9]),
.min(min[5]),
.max(max[5])
); 
    always_ff @(posedge clk or negedge rst)begin
	 if(~rst) begin  
		start[0] <=32'b0;
		start[1] <=32'b0;
		start[2] <=32'b0;
		start[3] <=32'b0;
		maxf<=32'b0;
		medh<=32'b0;
		medl<=32'b0;
		minf<=32'b0;
	 end
	 else begin
		if(~sel)begin
			start[0]<=a;
			start[1]<=b;
			end
		else begin
			start[2]<=a;
			start[3]<=b;
			end
		 min[1]<=min[0];
		 max[1]<=max[0];
		 min[2]<=min[1];
		 max[2]<=max[1];
		 min[7]<= min[6];
		 max[7]<= max[6];
		 min[4]<=min[3];
		 max[4]<=max[3];
		 min[9]<= min[8];
		 max[9]<= max[8];
		 maxf<=max[4];
		 medh<=max[5];
		 medl <=min[5];
		 minf<=min[9];
	 end 
            end 
endmodule
==> job_summary.md <==
### Yosys + OpenROAD results

| Metric | Value |
|---|---|
| Post-Place Cells | `5861` |
| Hold WC Path Type | `register to register` |
| Outcome | `complete, no violations` |
| Final hold violations | `0` |
| Leakage power total | `16.7 nW` |
| OpenROAD warnings | `25` |
| Routed wire length | `186000 microns` |
| Synthesized cell area | `0.0310 sq mm` |
| Clk sinks | `576` |
| Syn Area/Cell | `11.0 sq um` |
| PortBufs | `834` |
| Setup violations, final | `0` |
| CTS tree | `built` |
| Min-delay src | `max[155]` |
| Global-route wire length before repair | `245000 microns` |
| Worst slew margin | `27.9%` |
| Number of post-CTS setup repair buffers | `0` |
| Max Clk Rate | `113 MHz` |
| Placer Congestion | `0.978` |
| Pin count of the biggest net entering global routing | `83` |
| Fin Setup TNS | `0 ns` |
| Share of cells above drive strength 1 | `11.5%` |
| Final ANT Viol Nets | `0` |
| Iter 0 DRT Violations | `2701` |
| CP max FO | `75` |
| IO Pins | `835` |
| Initial antenna violation count | `20` |
| Crit path launch | `start[127]` |
| Finished Cell Area | `0.0445 sq mm` |
| Max_cap viols | `0` |
| Post-route DRC | `0` |
| Pre-Place Util | `17.1%` |
| Area growth, synth to finish | `43.7%` |
| Clock-pin slew on the worst setup and hold paths | `0.06 ns` |
| Clk root buf | `clkbuf_16` |
| Period minus WS final | `8.82 ns` |
| CP startpoint kind | `register` |
| Cts hold-fix bufs | `0` |
| Top cells excl fill/tap | `clkdlybuf4s50_1, edfxtp_1, dfrtp_1` |
| Post-CTS resize count | `0` |
| Drt pass-1 iters | `5` |
| Yosys Instances | `2822` |
| Cell variety after synth | `45` |
| CP max stage delay | `0.79 ns` |
| Chip Area, Yosys | `0.0310 sq mm` |
| Synth Seq Share | `51.7%` |
| Vias in the first global route | `26700` |
| Die X | `447 microns` |
| WP data arrival | `6.58 ns` |
| Synth Flop Type | `edfxtp_1` |
| Power Density | `261 mW/mm^2` |
| Max IR drop VDD | `125 uV` |
| RR Startpoint | `start[127]` |
| Ys Warns | `0` |
| Die ar. | `0.200 sq mm` |
| Top cell excl fill/tap | `clkdlybuf4s50_1` |
| Fin crit share | `78.7%` |
| Slowest CP cell | `ha_4` |
| Finished Layout Cells | `6002` |
| RSZ-0062 raised after global routing | `no` |
| H-tree levels | `3` |
| Grt total ovfl | `0` |
| Placed Area | `0.0420 sq mm` |
| CP endpoint kind | `output port` |
| Post-Synthesis Cells | `2822` |
| Critical Path, Cell by Cell | `inv_1 > ha_4 > nand4_1 > nor4_1 > a211oi_2 > nand2_4 > a211o_2 > buf_4 > o21a_1 > buf_4 > o221a_1 > clkdlybuf4s50_1` |
| Hold Slack | `0.373 ns` |
| Die Y | `447 microns` |
| Late-Pin Clk Latency | `0.71 ns` |
| CORE AREA | `0.181 sq mm` |
| Post-detail-place hpwl | `149000 microns` |
| #FFs+latches synth | `576` |
| Ys async rst share | `44.4%` |
| Worst-Margin Slew | `1.08 ns` |
| Type of the worst setup path | `register to output port` |
| TritonCTS buffer count | `74` |
| Req. time, crit path | `8.96 ns` |
| Via density | `4.67` |
| Post-DR wirelength/cell | `31.0 microns` |
| CTS max path bufs | `3` |
| Clock skew | `0.0325 ns` |
| Post-synth EDFFs | `320` |
| Row cnt | `156` |
| CP dominant cell by count | `buf_4` |
| Final Core Density | `24.6%` |
| GRT Util Overall | `18.2%` |
| Slew Viols, Final | `0` |
| Vias after detailed routing | `28000` |
==> area by class of cell <==
cell class / instances / area [sq um]
Fill cell: 18800 / 137000
Sequential cell: 576 / 16000
Multi-Input combinational cell: 1828 / 13400
Timing Repair Buffer: 912 / 8950
Tap cell: 2370 / 2970
Clock buffer: 101 / 2130
Inverter: 175 / 657
Clock inverter: 37 / 374
Antenna cell: 3 / 7.51
==> through the flow <==
stage / power [W] / setup slack, ns
floorplan: 0.00508 / 6.47
global placement: 0.00924 / 3.27
detailed placement: 0.00926 / 3.21
CTS: 0.0118 / 2.40
global route: 0.0122 / 2.05
finish: 0.0116 / 2.38
==> kinds of logic (layout without fill, tap and decap cells) <==
kind of cell / after synthesis / in the layout / share of synthesized area (%)
compound gates: 739 / 739 / 17.8
fa+ha+maj: 160 / 160 / 6.46
other cells: 0 / 3 / 0
buf+inv: 418 / 1225 / 5.37
flops: 576 / 576 / 51.7
simple gates: 769 / 769 / 12.8
mux: 160 / 160 / 5.81
==> synth_stat cells (4+ instances only) <==
library cell	instances	area share [%]
a21o_1	16	0.39
a21oi_1	92	1.5
a221o_1	39	1.3
a22o_1	95	2.7
a31oi_1	226	4.6
and3_1	40	0.81
and4_1	7	0.20
buf_1	8	0.097
buf_2	59	0.95
buf_4	6	0.15
clkbuf_1	170	2.1
dfrtp_1	256	21
edfxtp_1	320	31
ha_1	160	6.5
inv_1	175	2.1
mux2_2	160	5.8
nand2_1	256	3.1
nand3_1	59	0.95
nand4_1	188	3.8
nor2_1	5	0.061
nor2b_1	97	2.0
nor3_1	105	1.7
nor4_1	4	0.081
o211ai_1	101	2.4
o21ai_0	48	0.78
o221a_1	70	2.5
o221a_2	26	0.94
==> routing by layer <==
metal	vias up	share of wire, %	global-route usage, %
met5	-	0.014	0
met4	4	5.6	8.05
met3	262	8.6	5.48
met2	1454	51	31.2
met1	13900	35	20.9
li1	12400	-	-
==> where the power goes <==
group | switching, W | internal, W | total (W)
registers | 0.000671 | 0.00290 | 0.00357
logic | 0.00276 | 0.00278 | 0.00554
clock network | 0.00107 | 0.00144 | 0.00251
total | 0.00450 | 0.00712 | 0.0116
==> worst max-delay path: cells and delay by family (launching register included) <==
| family | cells | cell delay, ns |
|---|---|---|
| AND-OR/OR-AND | 4 | 1.71 |
| buffers and inverters | 4 | 1.56 |
| AND/OR/NAND/NOR | 3 | 1.32 |
| adder cells (fa/ha/maj) | 1 | 0.79 |
| flip-flops | 1 | 0.40 |
==> state kept, by name, summed over array words and instances (netlist names) <==
register,cells
max,160
medh,32
maxf,32
start,128
minf,32
medl,32
min,160
==> path summary, 6_finish.rpt <==
check | endpoint | slack [ns] | depth (start not counted)
setup / recovery | max[203] | 2.38 | 12
hold / removal | maxf[27] | 0.37 | 0
setup reg to reg | max[233] | 5.65 | 11
hold reg to reg | maxf[27] | 0.37 | 0
max in group asynchronous | medl[27] | 7.06 | 4
min in group asynchronous | medh[10] | 1.50 | 1
No activity file was given, so power comes from the tool's default toggle rates.
