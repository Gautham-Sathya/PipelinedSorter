--- design/flow/run.sh ---
#!/bin/bash
# OpenROAD 26Q1-2900-gdf79404cd8, Yosys 0.63+post, stock flow scripts
make -C /OpenROAD-flow-scripts/flow DESIGN_CONFIG=/design/flow/config.mk WORK_HOME=/design/flow/orfs finish
--- design/flow/config.mk ---
export PLATFORM = sky130hd
export DESIGN_NAME = ALU
export DESIGN_NICKNAME = ALU
export VERILOG_FILES = /design/flow/design.v
export SDC_FILE = /design/flow/constraint.sdc
export NUM_CORES = 4
export LEC_CHECK = 1
export CORE_UTILIZATION = 50
export SYNTH_HDL_FRONTEND = slang
--- design/flow/constraint.sdc ---
current_design ALU

set clk_period 11.1
set clk_io_pct 0.2

create_clock -name clk0 -period $clk_period

set non_clock_inputs [all_inputs -no_clocks]
set_input_delay [expr $clk_period * $clk_io_pct] -clock clk0 $non_clock_inputs
set_output_delay [expr $clk_period * $clk_io_pct] -clock clk0 [all_outputs]
--- design/flow/design.v ---
module ALU #(
    parameter WIDTH = 32
)(
    input  logic signed [WIDTH-1:0] a,
    input  logic signed [WIDTH-1:0] b,
    input  logic [2:0]              alu_op,   
    output logic signed [WIDTH-1:0] result
);
    always_comb begin
        case (alu_op)
            3'b000: result = a + b;         
            3'b001: result = a - b;         
            3'b010: result = a & b;         
            3'b011: result = a | b;         
            3'b100: result = a ^ b;         
            3'b101: result = a << b[4:0];   
            3'b110: result = a >>> b[4:0];  
            3'b111: result = (a < b) ? 1 : 0;  
            default: result = 0;
        endcase
    end
endmodule
==> flow_summary.ini <==
; yosys + openroad results
[timing]
period_minus_slack_ns = 9.007
fin_tns_setup_ns = 0
post-route-period-util = 0.8115
finalHoldViolations = 0
slew-limit-headroom = 0.4293
fmax_ghz = 0.1110
slew_violations = 0
finalSetupViolCount = 0
grt_setup_unrepaired = no
tightest_slew_ns = 0.8561

[routing]
wl_per_cell_um = 25.67
num_antenna_cells = 0
vias = 10260
drc = 0
drt_iter0_drc = 1340
wl_mm = 37.91
drtAntennaViolNets = 0
first_pass_iters = 9
viasPerCell = 6.946

[placement]
numPortBuffers = 99
place_hpwl_mm = 29.39
placement.cell_area_um2 = 9677
dp_cells = 1477
place.gp.congestion = 1.036

[hold_path]
min_path_cells = 5
hold_start = b[1]
hold_path.class = primary input to primary output
min_to = result[2]

[die]
dieArea_um2 = 17910
dieWidth_um = 133.8
fp.dieH_um = 133.8
fp_util = 0.5185
core_um2 = 16760
io_pins = 99
rows = 47

[finish]
mi_logic_area_um2 = 7889
nFillCells = 1648
finalNonFillerCells = 1477
clkbuf_count = 0
area.growth.synth_to_final_pct = 11.36
seq_area_um2 = 0
drive_gt1_frac = 0.08990
finalInstanceArea_um2 = 9677
seq_cells = 0

[worst_setup_path]
crit_buf_inv = 5
critPathArrivalTime_ns = 6.79
worst_path_largest_cell_delay_ns = 0.63
required_ns = 8.88
cp_slowest_cell = a311oi_2
cp-end-kind = primary output
critPathLaunchType = primary input
criticalPathCategory = primary input to primary output
path_delay_family = AND-OR/OR-AND gates
worstPathCellList = clkdlybuf4s50_1, buf_4, inv_1, ha_1, inv_1, a2111oi_0, a2111oi_2, o21ai_2, nand3_1, a311oi_2, o31ai_1, xor2_1, o21ai_0, clkdlybuf4s50_1
worstPathMaxFanout = 36

[grt]
grt_overflow = 0
antenna_found_initial = 2
grt_max_degree = 70
grt_pass1_wl_mm = 57.23
globalRouteTotalUtil = 0.4371
first_global_vias = 9408

[logic_synthesis]
yosysWarnings = 0
synthDistinctLibCells = 79
common_cells = nor2_1, a21oi_1, inv_1, ha_1, o21ai_0
ys_cells = 1237
syn_area_um2 = 8690
ys_seq_share = 0
syn_inst = 1237
yosys_area_um2 = 8690
most_common_cell = nor2_1
synth_top_area_share = 0.1397
yosysTopAreaCell = ha_1
area_leaders = ha_1, mux4_2, a21oi_1
avgSynthCellArea_um2 = 7.025

[power]
p_leak_nw = 4.000
power_mw = 0.5443
p_per_area_nw_per_um2 = 56.25
peakVddDrop_v = 0.00004596

[clocking]
post_cts.repair.setup_buffers = 0
hold_buffers = 0
cts_resized = 0

[flow_run]
drv_cap = 0
tool_warnings = 98

[outcome]
status = completed
[cell usage in the layout (no fill, tap or decap), types with 10 or more instances in the layout]
cell             Yosys  routed
o221ai_1            14      14
a221o_1             12      12
mux2i_1             44      44
or3_1               13      13
inv_1               99      99
a21oi_1            118     118
a221oi_1            11      11
o22ai_1             10      10
buf_4                4      23
a211oi_1            12      12
ha_1                97      97
nand2_1             96      96
o21ai_0             97      97
nor2_1             152     151
o211ai_1            24      24
clkdlybuf4s50_1      0      94
a222oi_1            16      16
nand3_1             21      21
mux4_2              50      50
o21bai_1            15      15
nand2b_1            17      17
nor3_1              34      32
a21o_1              10      10
[cell families after synthesis]
| kind of cell | after synthesis | synth area share |
|---|---|---|
| AOI/OAI and AO/OA | 436 | 0.3437 |
| xor gates and xnor gates | 9 | 0.009072 |
| adders and majority gates | 99 | 0.1443 |
| buffers and inverters | 202 | 0.09359 |
| muxes | 105 | 0.2066 |
| and+or+nand+nor | 386 | 0.2027 |
[worst min-delay path, stage by stage]
cell             delay (ns)
buf_2                  0.12
fa_1                   0.24
o211ai_1               0.11
o221a_2                0.13
clkdlybuf4s50_1        0.40
[through the flow]
| stage | hold slack, ns | worst slack (ns) | utilization |
|---|---|---|---|
| finish | 5.443 | 2.093 | 0.5774 |
| global route | 5.496 | 1.841 | 0.5774 |
| CTS | 5.450 | 2.210 | 0.5774 |
| detailed placement | 5.440 | 2.237 | 0.5774 |
| global placement | 5.462 | 2.310 | 0.5774 |
| floorplan | 4.708 | 3.441 | - |
[layer usage]
metal	routed length, um	track usage
met5	27	0
met4	1145	0.1004
met3	5587	0.1883
met2	15590	0.6100
met1	15560	0.6293
[area by class of cell]
type               count  share of cell area
multi-input cells   1035              0.8152
inverters            101             0.03918
well taps            220             0.02845
repair buffers       121              0.1171
[worst max-delay path by stage]
stage	startpoint	end	slack [ns]	cells past startpoint
global route	b[4]	result[29]	1.84	14
CTS	b[4]	result[29]	2.21	14
finish	b[4]	result[29]	2.09	14
[where the power goes]
group          switching (mW)  total [mW]  internal (mW)
logic                   0.324       0.544          0.221
registers                   0           0              0
clock network               0           0              0
Power is estimated from default activity; no workload was simulated.
