## ./config.mk

```make
export PLATFORM = sky130hd
export DESIGN_NAME = sort2
export DESIGN_NICKNAME = sort2
export VERILOG_FILES = /design/flow/design.v
export SDC_FILE = /design/flow/constraint.sdc
export NUM_CORES = 4
export LEC_CHECK = 1
export CORE_UTILIZATION = 50
export SYNTH_HDL_FRONTEND = slang
```

## ./constraint.sdc

```tcl
current_design sort2

set clk_period 15.3
set clk_io_pct 0.2

create_clock -name clk0 -period $clk_period [get_ports {clk}]

set non_clock_inputs [all_inputs -no_clocks]
set_input_delay [expr $clk_period * $clk_io_pct] -clock clk0 $non_clock_inputs
set_output_delay [expr $clk_period * $clk_io_pct] -clock clk0 [all_outputs]
```

## ./design.v

```verilog
module cas #(
    parameter width = 32
)(
    input  logic [width-1:0] a,
    input  logic [width-1:0] b,
    output logic [width-1:0] min,
    output logic [width-1:0] max
);
    always_comb begin
        if ($signed(a) <= $signed(b)) begin
            min = a;
            max = b;
        end 
        else begin
            min = b;
            max = a;
        end
    end
endmodule
module sort2 #(
    parameter width = 32
)(
    input  logic [width-1:0] a,
    input  logic [width-1:0] b,
    input  logic  sel,
	 input  logic  clk,
	 input  logic  rst,
    output logic [width-1:0] maxf,
	 output logic [width-1:0] medh,
    output logic [width-1:0] medl,
    output logic [width-1:0] minf
);
logic[width-1:0] min [9:0];  
logic[width-1:0] max [9:0];
logic[width-1:0] start [3:0];
cas cas1(
.a(start[0]),
.b(start[1]),
.min(min[0]),
.max(max[0])
);
cas cas2(
.a(start[2]),
.b(start[3]),
.min(min[6]),
.max(max[6])
);
cas cas3(
.a(max[2]),
.b(max[7]),
.min(min[3]),
.max(max[3])
);
cas cas4(
.a(min[7]),
.b(min[2]),
.min(min[8]),
.max(max[8])
);
cas cas5(
.a(min[4]),
.b(max[9]),
.min(min[5]),
.max(max[5])
); 
    always_ff @(posedge clk or negedge rst)begin
	 if(~rst) begin  
		start[0] <=32'b0;
		start[1] <=32'b0;
		start[2] <=32'b0;
		start[3] <=32'b0;
		maxf<=32'b0;
		medh<=32'b0;
		medl<=32'b0;
		minf<=32'b0;
	 end
	 else begin
		if(~sel)begin
			start[0]<=a;
			start[1]<=b;
			end
		else begin
			start[2]<=a;
			start[3]<=b;
			end
		 min[1]<=min[0];
		 max[1]<=max[0];
		 min[2]<=min[1];
		 max[2]<=max[1];
		 min[7]<= min[6];
		 max[7]<= max[6];
		 min[4]<=min[3];
		 max[4]<=max[3];
		 min[9]<= min[8];
		 max[9]<= max[8];
		 maxf<=max[4];
		 medh<=max[5];
		 medl <=min[5];
		 minf<=min[9];
	 end 
            end 
endmodule
```

## ./run.sh

```bash
#!/bin/bash
# OpenROAD 26Q1-2900-gdf79404cd8, Yosys 0.63+post, stock flow scripts
make -C /OpenROAD-flow-scripts/flow DESIGN_CONFIG=/design/flow/config.mk WORK_HOME=/design/flow/orfs finish
```

==> results_slide.txt <==
Key Metrics from the Run

Floorplanning
  • Die Area: 63,000 µm²
  • Row count: 90
  • Area of the core: 60,800 µm²
  • DIE HEIGHT: 251 µm
  • Die Width: 251 µm
  • Initial core utilization: 51.0%
  • IO Pins: 195

STA
  • Final min period: 4.97 ns
  • RSZ-0062 raised after global routing: no
  • Final Skew: 0.0241 ns
  • Setup Total Neg Slack: 0 ns
  • Max-slew headroom: 43.9%
  • WHS: 0.344 ns
  • Worst-Margin Slew: 0.841 ns
  • Slew Limit Fails: 0
  • Final setup fails: 0
  • Cycle use final: 32.5%
  • Final Hold Viols: 0
  • Fmax: 201 MHz
  • Final WS setup: 10.33 ns

Clock network
  • Clk slew on worst S/H paths: 0.06 ns
  • Cts repair resizes: 0
  • Total CTS buffers: 61
  • CTS tree: yes
  • Setup fix buffers added after clock tree synthesis: 0
  • CTS max path bufs: 3
  • Clock Root Buffer: clkbuf_16
  • Total clock sinks: 576
  • Hold-fix buffers at CTS: 0
  • Late-Pin Clk Latency: 0.64 ns
  • H-tree depth: 2

Run status
  • Status: completed

Global routing
  • M3 GR Usage: 10.2%
  • GRT Resource Usage Total: 26.3%
  • GRT met2 Usage: 35.0%
  • Largest net degree at the start of global routing: 123
  • Initial antenna violation count: 2
  • Total congestion overflow: 0
  • First-pass GRT wire length: 121 mm
  • GR peak layer: met1
  • Met1 usage: 44.5%
  • Number of global-route vias before repair: 20,847

Synth
  • Ys async rst share: 44.4%
  • Commonest flop: edfxtp_1
  • Ranking of synthesized cells by area: edfxtp_1 31%, dfrtp_1 21%, ha_1 6.5%
  • Synthesized area per cell: 11.0 µm²
  • Post-synth EDFFs: 320
  • Yosys top cell by area: edfxtp_1
  • Top-area cell share: 31.0%
  • Yosys warnings: 0
  • Yosys cell count: 2,822
  • Synth Cell Area: 31,000 µm²
  • Syn Inst Count: 2,822
  • Synth unique cells: 45
  • Chip Area, Yosys: 31,000 µm²
  • #FFs+latches synth: 576
  • Seq share, synth: 51.7%

Route
  • Inserted Diodes: 0
  • DRC violations left: 0
  • Routed vias: 22,891
  • WL per Instance: 20.9 µm
  • Pre-antenna DRT Iters: 6
  • Final wirelength: 77.9 mm
  • Vias per cell: 6.15
  • Routed Antenna Nets: 0
  • Detailed router's first-iteration violation count: 1,809

Layout
  • Fraction of layout cells with a size suffix above 1: 12.0%
  • P&R area growth vs syn: 14.3%
  • Fin area: 35,400 µm²
  • Fill count: 4,740

Setup path
  • Crit-path max FO: 48
  • CP Launch Type: register
  • Crit Path Category: reg2reg
  • CP endpoint kind: register
  • Worst EP arrival: 5.33 ns
  • Worst path required time: 15.67 ns

Pwr
  • Cell Pwr Density: 170 nW/µm²
  • Lkg Pwr: 13.8 nW
  • Worst IR drop on VDD: 0.000127 V
  • PnR Total Power: 6.02 mW

Hold path
  • Type of the worst min-delay path: reg2reg

Place
  • Final GP Congestion: 0.910
  • Pre-CTS setup slack: 9.92 ns
  • IO Port Bufs: 194
  • Cell Area, Placed: 33,300 µm²
  • Post-DP HPWL: 53.7 mm

Flow run
  • Tool warnings: 27
  • Max cap viols: 0
-- worst max-delay path, cell delays in order (launching register included) --
cell      delay (ns)
dfrtp_1         0.41
inv_1           0.11
ha_4            0.62
nand4_1         0.22
nor4_1          0.64
a211oi_2        0.17
nand2_2         0.37
a211o_2         0.42
buf_4           0.50
nand3_1         0.50
buf_4           0.42
o221a_2         0.32
-- synthesized netlist by cell type, types with 3 or more instances --
cell type and count:
dfrtp_1 256, buf_1 8, o21ai_0 48, ha_1 160
o211ai_1 101, inv_1 175, and2_1 3, nor2_1 5
and3_1 40, mux2_2 160, a22oi_1 3, a21oi_1 92
a31oi_1 226, nor2b_1 97, and2_0 3, o221a_1 70
buf_2 59, a211oi_2 3, a21o_1 16, a211o_1 3
edfxtp_1 320, o21a_1 3, nand4_1 188, a21boi_0 3
o311a_1 3, a221o_1 39, nand3_1 59, nor3_1 105
clkbuf_1 170, nor4_1 4, o221a_2 26, and4_1 7
a22o_1 95, buf_4 6, nand2_1 256
-- logic make-up after synthesis --
group | Yosys count | share of synthesized area [%]
AOI/OAI and AO/OA | 739 | 17.8
adders and majority gates | 160 | 6.46
buffers and inverters | 418 | 5.37
DFF | 576 | 51.7
muxes | 160 | 5.81
and+or+nand+nor | 769 | 12.8
-- layout by cell type, fill, tap and decap left out, types with 12 or more instances in the layout --
cell type / netlist / layout
a21oi_1: 92 / 91
dfrtp_1: 256 / 256
nand3_1: 59 / 59
a221o_1: 39 / 39
nand4_1: 188 / 188
clkbuf_16: 0 / 65
a21o_1: 16 / 16
edfxtp_1: 320 / 320
a31oi_1: 226 / 226
nand2_1: 256 / 253
clkbuf_1: 170 / 15
and3_1: 40 / 40
clkdlybuf4s50_1: 0 / 192
o21ai_0: 48 / 48
nor2b_1: 97 / 97
o221a_1: 70 / 70
nor3_1: 105 / 105
buf_4: 6 / 49
a22o_1: 95 / 95
ha_1: 160 / 156
o211ai_1: 101 / 101
o221a_2: 26 / 26
inv_1: 175 / 172
mux2_2: 160 / 160
clkbuf_8: 0 / 12
-- routing by layer --
| layer | vias up | share of wire, % |
|---|---|---|
| met5 | - | 0 |
| met4 | 0 | 1.8 |
| met3 | 85 | 11 |
| met2 | 1021 | 42 |
| met1 | 10746 | 45 |
| li1 | 11039 | - |
-- sequential cells by signal (all words and copies together), names as in the netlist --
| register | count |
|---|---|
| maxf | 32 |
| min | 160 |
| minf | 32 |
| start | 128 |
| medh | 32 |
| medl | 32 |
| max | 160 |
-- final cells by class --
class / instances / area (µm²) / area share (%)
Sequential cell: 576 / 16000 / 45.2
Inverter: 175 / 657 / 1.85
Clock inverter: 24 / 238 / 0.671
Clock buffer: 92 / 1850 / 5.22
Tap cell: 782 / 978 / 2.76
Multi-Input combinational cell: 1828 / 13400 / 37.7
Timing Repair Buffer: 243 / 2320 / 6.56
-- power by group --
part	switching (mW)	total [mW]	internal [mW]	leakage, nW
Sequential	0.272	2.39	2.12	6.16
Combinational	1.17	2.13	0.965	6.67
Clock	0.602	1.50	0.898	1.02
Total	2.04	6.02	3.98	13.8
-- metrics by stage --
step                      util [%]  cells
after floorplan                  -   2822
after global placement        54.8   3604
after detailed placement      54.8   3604
after CTS                     58.3   3720
after global routing          58.3   3720
final                         58.3   3720
-- path summary, 6_finish.rpt --
| kind | from | end | slack (ns) | cells past startpoint |
|---|---|---|---|---|
| worst max-delay path | start[63] | min[32] | 10.33 | 11 |
| worst min-delay path | min[292] | minf[4] | 0.34 | 0 |
| worst max register to register | start[63] | min[32] | 10.33 | 11 |
| worst min register to register | min[292] | minf[4] | 0.34 | 0 |
| max in group asynchronous | rst | maxf[28] | 11.06 | 3 |
| min in group asynchronous | rst | medl[7] | 2.42 | 1 |
Power figures rest on the tool's default switching activity, not on a simulated workload.
